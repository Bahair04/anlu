<file path="design/flow/run.sh">
#!/bin/bash
# OpenROAD 26Q1-2900-gdf79404cd8, Yosys 0.63+post, stock flow scripts
make -C /OpenROAD-flow-scripts/flow DESIGN_CONFIG=/design/flow/config.mk WORK_HOME=/design/flow/orfs finish
</file>
<file path="design/flow/config.mk">
export PLATFORM = sky130hd
export DESIGN_NAME = app_fdma
export DESIGN_NICKNAME = app_fdma
export VERILOG_FILES = /design/flow/design.v
export SDC_FILE = /design/flow/constraint.sdc
export NUM_CORES = 4
export LEC_CHECK = 1
export CORE_UTILIZATION = 40
</file>
<file path="design/flow/constraint.sdc">
current_design app_fdma

set clk_period 4.2
set clk_io_pct 0.2

create_clock -name clk0 -period $clk_period [get_ports {fdma_clk}]

set non_clock_inputs [all_inputs -no_clocks]
set_input_delay [expr $clk_period * $clk_io_pct] -clock clk0 $non_clock_inputs
set_output_delay [expr $clk_period * $clk_io_pct] -clock clk0 [all_outputs]
</file>
<file path="design/flow/design.v">
`timescale 1ns / 1ps
module app_fdma#
(
  parameter  integer SDRAM_MAX_BURST_LEN = 256   
)
(
	input   wire            				   	fdma_clk       		,
	input   wire            				   	fdma_rstn         	,
	input   wire [22: 0]      					fdma_waddr          ,
	input   wire  	                            fdma_wareq          ,
	input   wire [15: 0]                      	fdma_wsize          ,                                     
	output  reg                                 fdma_wbusy          ,
	input   wire [31 :0]       					fdma_wdata			,
	output  wire                               	fdma_wvalid         ,
	input   wire [22: 0]      					fdma_raddr          ,
	input   wire                                fdma_rareq          ,
	input   wire [15: 0]                      	fdma_rsize          ,                                     
	output  reg                                 fdma_rbusy          ,
	output  wire [31 :0]       					fdma_rdata			,
	output  wire                               	fdma_rvalid         ,
	input	wire								sdr_init_done   	,
	input	wire								sdr_init_ref_vld	,
	output	reg   								app_wr_en       	,
	output 	reg  [20 :0]						app_wr_addr     	, 
	output 	wire [3  :0]						app_wr_dm       	,
	output 	wire [31 :0]						app_wr_din     	 	,
	output	reg 								app_rd_en       	,
	output 	reg  [20 :0]						app_rd_addr     	,
	input	wire 								sdr_rd_en       	,
	input  	wire [31 :0]						sdr_rd_dout         ,
	input   wire  								sdr_busy
);
localparam S_IDLE       = 2'h0;
localparam S_WRITE      = 2'h1;
localparam S_READ      	= 2'h2;
localparam S_READ_END   = 2'h3;
reg [1 :0]state;
reg [20:0]wr_addr;
reg wr_en;
wire wlast,w_next,fdma_wend;
reg [15:0] wburst_cnt=0;
reg [15:0] wburst_len=0;
reg [15:0] wfdma_cnt=0;
reg [15:0] fdma_wleft_cnt=0;
assign w_next = wr_en;
always@(posedge fdma_clk or negedge fdma_rstn)
	if(fdma_rstn == 1'b0)
    	wr_addr <= 0;
	else if((fdma_wareq==1'b1)&&(state==S_IDLE))
		wr_addr <= fdma_waddr[22:2];
	else if(w_next)
		wr_addr[20:0] <= wr_addr[20 :0] + 1'b1; 
always@(posedge fdma_clk or negedge fdma_rstn)
	if(fdma_rstn == 1'b0)
    	wburst_cnt <= 0;
	else if((fdma_wbusy==1'b1)&&(state==S_IDLE))
		wburst_cnt <= 0;
	else if(w_next)
		wburst_cnt <= wburst_cnt + 1'b1;    
assign wlast = (w_next == 1'b1) && (wburst_cnt == (wburst_len-1));
always@(posedge fdma_clk or negedge fdma_rstn)
	if(fdma_rstn == 1'b0)begin
		wfdma_cnt 	   <= 0;
		fdma_wleft_cnt <= 0;
	end
	else if(fdma_wareq==1'b1)begin
		wfdma_cnt <= 0;
		fdma_wleft_cnt <= fdma_wsize;
	end
	else if(w_next)begin
		wfdma_cnt <= wfdma_cnt + 1'b1;	
	    fdma_wleft_cnt <= (fdma_wsize - 1'b1) - wfdma_cnt;
    end
assign  fdma_wend = w_next && (fdma_wleft_cnt == 1 );
always@(posedge fdma_clk or negedge fdma_rstn)
	if(fdma_rstn == 1'b0)begin
		wburst_len <= 1;
	end
    else if((fdma_wbusy==1'b1)&&(state==S_IDLE))begin
        if(fdma_wleft_cnt[15:8] >0)  
			wburst_len <= SDRAM_MAX_BURST_LEN;
        else 
            wburst_len <= fdma_wleft_cnt[7:0];
    end
    else wburst_len <= wburst_len;
reg [20:0]rd_addr;
reg rd_en;
wire rlast,r_next,fdma_rend;
reg [15:0] rburst_cnt=0;
reg [15:0] rburst_len=0;
reg [15:0] rfdma_cnt=0;
reg [15:0] fdma_rleft_cnt=0;
assign r_next = rd_en;
always@(posedge fdma_clk or negedge fdma_rstn)
	if(fdma_rstn == 1'b0)
    	rd_addr <= 0;
	else if((fdma_rareq==1'b1)&&(state==S_IDLE))
		rd_addr <= fdma_raddr[22:2];
	else if(r_next)
		rd_addr[20 :0] <= rd_addr[20 :0] + 1'b1; 
always@(posedge fdma_clk or negedge fdma_rstn)
	if(fdma_rstn == 1'b0)
    	rburst_cnt <= 0;
	else if((fdma_rbusy==1'b1)&&(state==S_IDLE))
		rburst_cnt <= 0;
	else if(r_next)
		rburst_cnt <= rburst_cnt + 1'b1;    
assign rlast = (r_next == 1'b1) && (rburst_cnt == (rburst_len-1));
always@(posedge fdma_clk or negedge fdma_rstn)
	if(fdma_rstn == 1'b0)begin
		rfdma_cnt 	   <= 0;
		fdma_rleft_cnt <= 0;
	end
	else if(fdma_rareq==1'b1)begin
		rfdma_cnt <= 0;
		fdma_rleft_cnt <= fdma_rsize;
	end
	else if(r_next)begin
		rfdma_cnt <= rfdma_cnt + 1'b1;	
	    fdma_rleft_cnt <= (fdma_rsize - 1'b1) - rfdma_cnt;
    end
assign  fdma_rend = r_next && (fdma_rleft_cnt == 1 );
always@(posedge fdma_clk or negedge fdma_rstn)
	if(fdma_rstn == 1'b0)
		rburst_len <= 1;
    else if((fdma_rbusy==1'b1)&&(state==S_IDLE))begin
        if(fdma_rleft_cnt[15:8] >0)  
			rburst_len <= SDRAM_MAX_BURST_LEN;
        else 
            rburst_len <= fdma_rleft_cnt[7:0];
    end
    else
    	rburst_len <= rburst_len;
reg fdma_rareq_r;   
always@(posedge fdma_clk or negedge fdma_rstn)begin
	if(fdma_rstn == 1'b0)begin
    	wr_en		  <= 0;
        fdma_wbusy 	  <= 0;
        rd_en         <= 0;	
        fdma_rbusy    <= 0;
        fdma_rareq_r  <= 0;
        state         <= 0;
	end
	else begin
		case(state)
			S_IDLE:begin
			if(fdma_wareq) fdma_wbusy <= 1'b1;
			if(fdma_rareq) fdma_rbusy <= 1'b1;
            	if({sdr_busy,fdma_rareq_r,fdma_wbusy}==3'b001)begin
                    fdma_rareq_r 	<= fdma_rareq|fdma_rbusy;
                    state  			<= S_WRITE;
                end
                else if({sdr_busy,fdma_rbusy}==2'b01)begin
                    fdma_rareq_r 	<= 1'b0;
                    state  			<= S_READ;
                end
			end
            S_WRITE:begin
				if(fdma_wend == 1'b1)begin
                	wr_en   		<= 1'b0;
                    fdma_wbusy 		<= 1'b0;
                    state 			<= S_IDLE;
                end
                else if(wlast == 1'b1)begin
                    wr_en   		<= 1'b0;
                    state 			<= S_IDLE;
				end
				else begin
					wr_en   		<= 1'b1;
                    state 			<= S_WRITE;
				end
			end 
            S_READ:begin
				if(fdma_rend == 1'b1)begin
                	rd_en   		<= 1'b0;
                    state 			<= S_READ_END;
                end
                else if(rlast == 1'b1)begin
                    rd_en   		<= 1'b0;
                    state 			<= S_IDLE;
				end
				else begin
					rd_en   		<= 1'b1;
                    state 			<= S_READ;
				end
			end  
            S_READ_END:begin
            	   if(sdr_busy == 1'b0)begin
            	   fdma_rbusy 		<= 1'b0;
                   state 			<= S_IDLE;
                   end
            end
			default:state <= S_IDLE;
		endcase
	end
end
assign fdma_wvalid  = wr_en; 
assign app_wr_din   = fdma_wdata ;
assign app_wr_dm    = 4'b0000;
assign fdma_rvalid  = sdr_rd_en;
assign fdma_rdata   = sdr_rd_dout;
always@(posedge fdma_clk or negedge fdma_rstn)
begin
	if(fdma_rstn == 1'b0)
	begin
		app_wr_en   <= 'd0;
		app_wr_addr <= 'd0;
		app_rd_en   <= 'd0;
		app_rd_addr <= 'd0;
	end
	else if(sdr_init_done == 1'b1)
	begin
		app_wr_en   <= wr_en     ;
		app_wr_addr <= {wr_addr}   ;
		app_rd_en   <= rd_en     ;
		app_rd_addr <= {rd_addr}    ;
	end
	else
	begin
		app_wr_en   <= 'd0;
		app_wr_addr <= 'd0;
		app_rd_en   <= 'd0;
		app_rd_addr <= 'd0;
	end
end
endmodule
</file>
==> results.tsv <==
stage	metric	value	unit
pwr	overall power	0.00618	W
pwr	Lkg Pwr	5.86	nW
setup_path	CP max stage delay	510	ps
synthesis	Synth area leaders	dfrtp_1 44%, xnor2_1 6.4%, buf_4 4.4%	
final_layout	Synth-to-Final Area Change	16.6	%
synthesis	Chip Area, Yosys	11800	um2
clock_network	postcts setup bufs	0	
setup_path	CP Class	flip-flop to flip-flop	
setup_path	Worst Setup SP	rburst_len[2]	
timing	Setup violations, final	0	
setup_path	WP depth	11	
timing	min Tclk post-route	3310	ps
final_layout	logic area	5630	um2
floorplan	chip area	30100	um2
setup_path	R2R Path Start	rburst_len[2]	
timing	unrepaired setup endpoints after global routing	false	
setup_path	Worst Path Buf+Inv	0	
synthesis	distinct lib cells	57	
clock_network	Root Buffer	clkbuf_16	
timing	max frequency	0.303	GHz
clock_network	CTS max path bufs	3	
clock_network	CTS Buf Count	25	
global_routing	grt total ovfl	0	
synthesis	sequential share of the synthesized area	0.445	
floorplan	core area	28800	um2
global_routing	first-pass GRT wire length	42800	um
synthesis	Post-synth regs	209	
route	max layer used	met4	
route	met2 wire length	11200	um
floorplan	die height	173	um
setup_path	crit-path cells	nor3_2, nand3b_1, nor3_1, ha_1, xor2_1, nand2_1, or4_1, a2111o_1, or4_4, nand2b_1, o21ai_0	
placed_design	I/O Buffers	126	
setup_path	register-to-register setup slack	890	ps
floorplan	IO Count	266	
clock_network	CTS tree	built	
floorplan	Die Wd	173	um
timing	fin. max-slew vios	0	
synthesis	Commonest cells post-synth	206 x dfrtp_1, 133 x nand2_1, 123 x nor2_1	
setup_path	slowest CP cell	or4_4	
timing	Max-slew headroom	0.449	
route	DRC viols	0	
route	Avg Vias per Cell	5.02	
route	final WL	25600	um
timing	Final Hold Violation Tally	0	
route	Vias	8656	
route	Antenna Nets Post-Route	0	
synthesis	Mapped Area	11800	um2
placed_design	dpl hpwl	17900	um
synthesis	synthesized instance count	1273	
route	Antenna Cells	0	
timing	Final Cycle Share	0.787	
clock_network	cts repair resizes	0	
synthesis	Top cell area share	0.439	
synthesis	most common cell in the netlist	dfrtp_1	
flow_run	Max Cap Violations	0	
final_layout	layout cell share with drive strength beyond 1	0.0455	
synthesis	Mapped Avg Cell Area	9.23	um2
synthesis	number of synthesized flops with an enable pin	0	
global_routing	GRT Util Overall	0.178	
clock_network	clk latency late pin	520	ps
flow_run	Log Warnings	32	
route	DR pass1 iterations	5	
final_layout	register area	5230	um2
clock_network	CTS Hold Bufs	0	
global_routing	initial antenna violation count	0	
synthesis	ys cells	1273	
route	DR iter-0 viols	416	
setup_path	Worst EP required	4570	ps
synthesis	fraction of registers with async set/reset	1.00	
clock_network	H-tree Lvls	1	
global_routing	vias in the first global route	8357	
synthesis	Synth Flop Type	dfrtp_1	
pwr	PD cells	451	nW/um2
setup_path	CP Launch Type	flip-flop	
floorplan	row cnt	62	
setup_path	worst flop-to-flop path endpoint	rd_en	
timing	setup TNS	0	ps
global_routing	pin count of the biggest net entering global routing	129	
synthesis	yosys warns	1	
setup_path	crit path DAT	3670	ps
route	met3 wire length	1080	um
clock_network	clk sinks	209	
setup_path	Reg2Reg Depth	11	
final_layout	FILL cells	2585	
timing	Clock Skew	21.0	ps
synthesis	leading area contributor after synthesis	dfrtp_1	
setup_path	Top delay family on crit path	simple AND/OR/NAND/NOR gates	
pwr	peak supply drop	296	uV
route	met1 WL	12600	um
worst_hold_path	HP Class	primary input to asynchronous set/reset pin	
floorplan	FP Core Util	0.408	
setup_path	crit end category	flip-flop	
route	wire per inst	14.9	um
status	status	finished, final reports clean	
timing	worst slew pin tran	820	ps
placed_design	Final GP Congestion	0.922	
clock_network	Reg clk slew, reported paths	60	ps
setup_path	Critical Path Sink	rd_en	
setup_path	CP max FO	7	
[layout by cell type (no fill, tap or decap), types with 4 or more instances in the layout]
cell type and count:
o21bai_1 5, nand4_1 21, o21ai_0 95, nand3_1 40, clkbuf_1 7, nor3b_1 5, nor3_1 21, or3_1 9
and3_1 26, clkbuf_8 6, nor4_1 15, nor2b_1 5, nand2b_1 7, clkdlybuf4s50_1 124, o211ai_1 5, xnor2_1 86
buf_4 9, dfrtp_1 206, a211o_1 4, clkbuf_16 25, conb_1 4, xor2_1 53, ha_1 40, nand2_1 133
a31oi_1 6, mux2i_1 24, a211oi_1 6, a22o_1 16, o21a_1 5, a21oi_1 34, or4_1 10, and2_1 49
nor2_1 123, o31ai_1 5, inv_1 54, a21o_1 11
[per-stage QoR]
stage / hold slack (ps) / cells / cell area [um2] / util / setup slack, ps
after floorplan: 440 / 1276 / 11800 / - / 1190
after global placement: 466 / 1680 / 12900 / 0.448 / 631
after detailed placement: 456 / 1680 / 12900 / 0.448 / 651
after CTS: 195 / 1724 / 13700 / 0.476 / 875
after global routing: 213 / 1724 / 13700 / 0.476 / 685
final: 204 / 1724 / 13700 / 0.476 / 894
[routing by layer]
layer / up-vias / track usage
met5: - / 0
li1: 4363 / -
met3: 50 / 0.0239
met4: 0 / 0.0409
met2: 177 / 0.263
met1: 4066 / 0.289
[worst min-delay path by stage]
stage	endpoint	slack, ps	depth (start not counted)
5_1_grt	wburst_len[5]	210	1
6_report	wburst_len[4]	200	1
4_1_cts	wburst_cnt[2]	200	1
[flip-flops by register name, indices dropped and copies added (netlist names), 4 cells and up]
| name | flops |
|---|---|
| rd_addr | 21 |
| app_wr_addr | 21 |
| wburst_cnt | 16 |
| wr_addr | 21 |
| state | 4 |
| app_rd_addr | 21 |
| fdma_rleft_cnt | 16 |
| rburst_len | 9 |
| rburst_cnt | 16 |
| fdma_wleft_cnt | 16 |
| rfdma_cnt | 16 |
| wburst_len | 9 |
| wfdma_cnt | 16 |
[cell families after synthesis]
kind of cell / count (synthesis) / synth area share
simple gates: 478 / 0.198
xor+xnor: 139 / 0.104
buf+inv: 170 / 0.0770
flops: 209 / 0.445
other cells: 1 / 0.000319
fa+ha+maj: 42 / 0.0460
mux: 24 / 0.0204
compound gates: 210 / 0.110
[report_power, final]
group          internal (W)  switching, W  leakage (nW)  total, W
combinational      0.000724      0.000591          2.81   0.00132
sequential          0.00238      0.000346          2.65   0.00273
clock               0.00132      0.000814         0.404   0.00213
total               0.00443       0.00175          5.86   0.00618
[layout make-up]
cell class / instances / area share
multi-input combinational: 897 / 0.410
clock buffer: 38 / 0.0536
tap: 384 / 0.0350
inverter: 54 / 0.0148
sequential: 209 / 0.382
clock inverter: 6 / 0.00611
timing repair buffer: 136 / 0.0984
Power and IR drop assume default switching activity.
